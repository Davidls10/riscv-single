### ./design.v
module half_adder(s, c, a, b);
    output s, c;
    input a, b;
    assign s = a ^ b;
    assign c = a & b;
endmodule
module full_adder(s, cout, a, b, cin);
    output s, cout;
    input a, b, cin;
    half_adder h1(s1, cout1, a, b), h2(s, cout2, s1, cin);
    or g1(cout, cout1, cout2);
endmodule
module adder#(parameter N = 8)
             (output wire [N-1:0] f, 
              output wire cout,
              input wire [N-1:0] a, b);
    wire [N:0] carry;
    genvar i;
    assign carry[0] = 0;
    generate
        for (i = 0; i < N; i = i + 1) begin
            full_adder s(f[i], carry[i+1], a[i], b[i], carry[i]);
        end
    endgenerate
    assign cout = carry[N];
endmodule
module subtractor #(parameter N = 8)
                   (output wire [N-1:0] y,
                    input [N-1:0] a, b);
    assign y = a - b;
endmodule
module andN #(parameter N = 8)
            (output [N-1:0] f,
             input [N-1:0] a, b);
    assign f = a & b;
endmodule
module orN #(parameter N = 8)
            (output wire [N-1:0] f,
             input [N-1:0] a, b);
    assign f = a | b;
endmodule
module comparators #(parameter N = 8)
                    (input [N-1:0] a, b,
                     input [3-1:0] comp_control,
                     output wire [N-1:0] f);
    assign f = (comp_control == 3'b000 && a == b) ? 8'b00000000 :
               (comp_control == 3'b001 && a !== b) ? 8'b00000001 :
               (comp_control == 3'b010 && a < b) ? 8'b00000010 :
               (comp_control == 3'b011 && a <= b) ? 8'b00000011 :
               (comp_control == 3'b100 && a > b) ? 8'b00000100 :
               (comp_control == 3'b101 && a >= b) ? 8'b00000101 :
               8'b11111111;
endmodule
module mux8(output [8-1:0] y,
            input [8-1:0] d0, d1, d2, d3,
            input [1:0] s);
    assign y = s[1] ? (s[0] ? d3 : d2) : (s[0] ? d1 : d0);
endmodule
module aluN#(parameter N = 8)
           (output [N-1:0] ALUResult,
            input [N-1:0] SrcA, SrcB,
            input [1:0] ALUControl);
    wire [N-1:0] sum;
    wire [N-1:0] sub;
    wire [N-1:0] y_and;
    wire [N-1:0] y_or;
    adder add1(.f(sum), .cout(cout), .a(SrcA), .b(SrcB));  
    subtractor sub1(sub, SrcA, SrcB);  
    andN and1(y_and, SrcA, SrcB);  
    orN or1(y_or, SrcA, SrcB);  
    mux8 mux8_1(ALUResult, sum, sub, y_and, y_or, ALUControl);
endmodule
### ./run.sh
#!/bin/bash
# OpenROAD 26Q1-2900-gdf79404cd8, Yosys 0.63+post, stock flow scripts
make -C /OpenROAD-flow-scripts/flow DESIGN_CONFIG=/design/flow/config.mk WORK_HOME=/design/flow/orfs finish
### ./config.mk
export PLATFORM = sky130hd
export DESIGN_NAME = aluN
export DESIGN_NICKNAME = aluN
export VERILOG_FILES = /design/flow/design.v
export SDC_FILE = /design/flow/constraint.sdc
export NUM_CORES = 4
export LEC_CHECK = 1
export CORE_AREA = 10 10 70 70
export DIE_AREA = 0 0 80 80
### ./constraint.sdc
current_design aluN

set clk_period 3.4
set clk_io_pct 0.2

create_clock -name clk0 -period $clk_period

set non_clock_inputs [all_inputs -no_clocks]
set_input_delay [expr $clk_period * $clk_io_pct] -clock clk0 $non_clock_inputs
set_output_delay [expr $clk_period * $clk_io_pct] -clock clk0 [all_outputs]
==> GITHUB_STEP_SUMMARY <==
### Metrics collected by this job

| Metric | Value |
|---|---|
| Die Height | `80 µm` |
| Aoi share | `0.1238` |
| Number of global-route vias before repair | `861` |
| Design Area, Final | `0.001380 mm²` |
| Slew margin rel. | `0.7876` |
| Cell taking the most area after synthesis | `ha_1` |
| CP Capture Type | `output pin` |
| Worst EP required | `2.72 ns` |
| Core area | `0.003416 mm²` |
| Placer Congestion | `0.8265` |
| Critical Path AT | `3.76 ns` |
| GRT Util Overall | `0.06698` |
| Max-slew violations | `0` |
| PortBufs | `26` |
| Final ANT Viol Nets | `0` |
| Hpwl dp | `1865 µm` |
| Max Cap Viol | `0` |
| Slowest cell on crit path | `fa_2` |
| I/O Pins | `26` |
| Routed vias | `761` |
| Worst hold stages | `4` |
| Largest logic family | `adder cells` |
| FP Util | `0.2604` |
| Crit-path max cell delay | `0.38 ns` |
| Hold_sp | `ALUControl[1]` |
| Lkg Pwr | `0.0006708 µW` |
| Die Span X | `80 µm` |
| PD cells | `138.0 mW/mm²` |
| Top cell area share | `0.3235` |
| DRC viols | `0` |
| Mapped Cells | `95` |
| Mapped Avg Cell Area | `9.364 µm²` |
| Distinct cells, synth | `27` |
| Status | `complete, but fails checks` |
| Clk_buf instances | `0` |
| Worst path most repeated cell | `fa_2` |
| Share of layout cells above drive strength 1 | `0.3669` |
| Final hold violation count | `0` |
| Area after DPL | `0.001374 mm²` |
| Num rows | `21` |
| Yosys warnings | `4` |
| Drt first-iter violations | `17` |
| Final worst slack | `-1.037 ns` |
| CP Launch Type | `primary input` |
| Violated checks | `negative setup slack` |
| Synthesized cell area | `889.6 µm²` |
| Ant. Diodes | `0` |
| Routed len/inst | `10.96 µm` |
| CP Class | `primary input to output pin` |
| Largest net degree at the start of global routing | `11` |
| Filler instances | `339` |
| Gr ovfl total | `0` |
| Final WL | `2028 µm` |
| Xor+xnor area frac | `0.04923` |
| RSZ-0062 raised after global routing | `true` |
| Min Tclk post-route | `4.437 ns` |
| Crit path from | `SrcB[0]` |
| Setup Buffers After CTS | `0` |
| Adder-cell share of the synthesized area | `0.4810` |
| Avg Vias per Cell | `4.114` |
| Reg area | `0 µm²` |
| Cell area leaders | `ha_1 32%, fa_1 16%, mux4_2 15%, inv_1 11%, xnor2_1 3.0%` |
| Worst Max-Slew Pin Slew | `0.3180 ns` |
| Top Layout Cells | `26 x inv_1, 22 x ha_1, 20 x buf_4` |
| MUX area fraction | `0.1646` |
| Crit path cell chain | `buf_8 > ha_4 > fa_2 > fa_2 > fa_2 > fa_2 > fa_2 > fa_2 > o21ai_2 > a31oi_2 > a21o_1 > a221oi_2 > buf_2` |
| Crit-path max FO | `2` |
| Die area | `0.006400 mm²` |
| Worst vdd ir | `0.05601 mV` |
| Setup WS pre-CTS | `-1.838 ns` |
| Yosys simple share | `0.05767` |
| TritonRoute pass-1 iters | `4` |
| Final setup vio count | `4` |
| Tool warnings | `50` |
| Initial antenna violation count | `0` |
| Yosys chip area | `889.6 µm²` |
| First-pass GRT wire length | `3608 µm` |
| Sequential cell area fraction in the yosys report | `0` |
| Hold Crit Class | `primary input to output pin` |
| F_max | `0.2254 GHz` |
| Flop count | `0` |
| Synth-to-layout area growth | `55.13%` |
| Most frequent logic cell in the layout | `inv_1` |
| Ys cells | `95` |
| Final Cycle Share | `1.305` |
report_power, final:
part	total [µW]	switching [µW]	leakage, µW	internal [µW]
Combinational	190	74.3	0.000671	116
Sequential	0	0	0	0
Clock	0	0	0	0
Total	190	74.3	0.000671	116
worst max-delay path: cells and delay by family:
family / cells / cell delay (ns)
adders and majority gates: 7 / 2.24
buffers and inverters: 2 / 0.23
AOI/OAI and AO/OA: 4 / 0.60
Yosys cell counts (all sizes together):
library cell,instances
nand2,2
inv,26
o311ai,1
clkinv,1
o21bai,1
o31ai,2
xnor2,3
o21ai,2
a22o,1
fa,7
xor2,2
nor2b,2
nor3b,1
nor2,3
a31oi,1
mux2,1
a21o,1
mux4,6
a221oi,1
buf,2
ha,23
a21oi,3
a2111oi,1
nand2b,2
path summary, 6_finish.rpt:
| kind | to | slack (ns) |
|---|---|---|
| max | ALUResult[7] | -1.04 |
| min | ALUResult[7] | 2.23 |
repair_timing:
item | in CTS | in global routing
endpoints found under the hold margin | 0 | 0
pin swaps | 9 | 8
hold buffers | 0 | 0
gates resized | 36 | 4
endpoints found under the setup margin | 7 | 6
cell type report:
cell class / instances / area [µm²] / share of cell area
Tap cell: 46 / 57.56 / 0.04170
Timing Repair Buffer: 46 / 389.1 / 0.2820
Multi-Input combinational cell: 66 / 832.0 / 0.6029
Inverter: 27 / 101.3 / 0.07344
metal layers:
layer	vias to the layer above	routed length (µm)	global-route usage
li1	399	-	-
met1	348	922	0.08952
met2	14	1021	0.1196
met3	0	84	0.007955
met4	0	0	0
met5	-	0	0
cells by family after synthesis:
| logic type | Yosys count |
|---|---|
| adder cells (fa/ha/maj) | 30 |
| XOR/XNOR | 5 |
| buffers and inverters | 29 |
| AND-OR/OR-AND | 14 |
| AND/OR/NAND/NOR | 10 |
| multiplexers | 7 |
stage by stage:
| stage | hold WS (ns) | power [µW] | cells | setup TNS, ns | util |
|---|---|---|---|---|---|
| global route | 2.278 | 215.6 | 185 | -3.189 | 0.4040 |
| finish | 2.226 | 190.4 | 185 | -2.896 | 0.4040 |
| CTS | 2.250 | 193.9 | 185 | -3.467 | 0.3993 |
| floorplan | 1.602 | 94.59 | 95 | -1.538 | - |
| detailed placement | 2.571 | 199.1 | 185 | -6.873 | 0.4022 |
| global placement | 2.561 | 196.2 | 185 | -6.816 | 0.4022 |
No activity file was given, so power comes from the tool's default toggle rates.
