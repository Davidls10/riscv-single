[./run.sh]
#!/bin/bash
# OpenROAD 26Q1-2900-gdf79404cd8, Yosys 0.63+post, stock flow scripts
make -C /OpenROAD-flow-scripts/flow DESIGN_CONFIG=/design/flow/config.mk WORK_HOME=/design/flow/orfs finish
[./config.mk]
export PLATFORM = sky130hd
export DESIGN_NAME = data_memory
export DESIGN_NICKNAME = data_memory
export VERILOG_FILES = /design/flow/design.v
export SDC_FILE = /design/flow/constraint.sdc
export NUM_CORES = 4
export LEC_CHECK = 1
export CORE_UTILIZATION = 40
[./constraint.sdc]
current_design data_memory

set clk_period 6.3
set clk_io_pct 0.2

create_clock -name clk0 -period $clk_period [get_ports {clk}]

set non_clock_inputs [all_inputs -no_clocks]
set_input_delay [expr $clk_period * $clk_io_pct] -clock clk0 $non_clock_inputs
set_output_delay [expr $clk_period * $clk_io_pct] -clock clk0 [all_outputs]
[./design.v]
module data_memory #(parameter N = 32, M = 32)
            (input  clk,
             input  write_enable,
             input  [N-1:0] adr,
             input  [M-1:0] din,
             output [M-1:0] dout);
    reg [M-1:0] mem [2**N-1:0];
    initial
        mem[32'h00] = 32'd10;
    always @(posedge clk)
        if (write_enable) mem [adr] <= din;
    assign dout = mem[adr];
endmodule
==> qor.csv <==
stage;metric;value;unit
run_status;status;complete, no violations;
run;tally_of_openroad_warnings;25;
clock_tree;cts_buf_count;9;
floorplan;dieWidth;80.4;µm
route;drt-total-wl;4.63;mm
global_route;first_pass_grt_wire_length;7.20;mm
sta;timing_max_transition_violations_final;0;
synth;synth_flops;64;
clock_tree;post_cts_resize_count;0;
route;detail_route.iter0.violations;66;
clock_tree;cts_tree;yes;
clock_tree;clk_root_buffer_cell;clkbuf_8;
worst_setup_path;timing.critical_path.cells;clkdlybuf4s50_1 -> buf_4 -> mux2_2 -> clkdlybuf4s50_1;
synth;synth_warnings;1;
synth;postSynthAreaPerCell;19.8;µm²
worst_setup_path;crit_cells;4;
worst_hold_path;hold_class;in2reg;
worst_setup_path;worst_path_largest_cell_delay;450;ps
worst_hold_path;worst_hold_path.endpoint;mem[0][27]$_DFFE_PP_;
placed_design;detailed_place_hpwl;3.16;mm
power;combPwrFrac;0.081;
power;intPower;701;µW
route;route.detailed.wl_per_inst;14.9;µm
floorplan;floorplan.die.height;80.4;µm
sta;rsz0062_at_grt;no;
sta;worstMarginPinSlew;561;ps
power;finalPower;865;µW
layout;layout-drive-gt1-share;0.220;
global_route;grt_start_max_net_pins;35;
floorplan;fp-row-count;28;
worst_setup_path;critical_path.slowest_cell;clkdlybuf4s50_1;
power;cellLeakagePower;1.22;nW
worst_hold_path;hold-path-cell-count;1;
sta;clock.fmax;238;MHz
synth;synth.cell_area;2460;µm²
synth;synth_sequential_area_ratio;0.782;
worst_setup_path;timing.critical_path.buf_inv;3;
sta;layout_worst_path_cycle_share;0.667;
route;route.antenna.remaining_nets;0;
placed_design;globalplace.congestion;0.722;
layout;fin_area;3720;µm²
sta;final_period_minus_worst_setup_slack;4200;ps
synth;syn_inst;124;
clock_tree;cts.sinks;64;
clock_tree;cts.path.max_buffers;2;
global_route;global_route_usage_sum;0.158;
worst_setup_path;worst_ep_required_time;5040;ps
run;cap_viol_max_count;0;
global_route;grt.overflow.total;0;
power;peakVddDrop;171;µV
synth;yosys_cell_count;124;
route;total_number_of_vias;1550;
power;seqPwrFrac;0.541;
clock_tree;holdBufCountCts;0;
synth;synth_chip_area;2460;µm²
route;n_antenna_cell;0;
worst_setup_path;critical_path_class;in2out;
global_route;number_of_global_route_vias_before_repair;1592;
layout;flow.area_growth_from_synthesis;51.5;%
worst_setup_path;delay_heaviest_family_cp;buffers and inverters;
floorplan;fp.coreArea;5920;µm²
sta;max_transition_margin;0.625;
placed_design;total_placed_instance_area;3530;µm²
power;clock_power_share;0.378;
worst_setup_path;timing.critical_path.arrival;2940;ps
worst_setup_path;path_common_cell;clkdlybuf4s50_1;
sta;finalHoldViolations;0;
route;drc;0;
placed_design;place_inst;295;
sta;finalSetupTns;0;ps
route;detail_route.vias_per_cell;4.98;
floorplan;floorplan.io_pins;98;
worst_setup_path;critical_path_peak_fanout;34;
power;switching_share;0.190;
clock_tree;postCtsSetupBuffers;0;
power;p_sw;165;µW
synth;yosys.cell_types.count;14;
worst_hold_path;min_from;din[27];
clock_tree;clock_transition_at_the_registers_of_the_reported_paths;70;ps
floorplan;floorplan.core_util;0.415;
power;p_per_area;233;nW/µm²
global_route;initial_antenna_violation_count;0;
placed_design;portBuffers;97;
layout;instances_no_fill;311;
worst_setup_path;end_kind;output pin;
clock_tree;cts.htree.levels;3;
floorplan;die_area;6460;µm²
worst_setup_path;start_kind;primary input;
sta;final_number_of_setup_violating_endpoints;0;
route;drt_first_pass_iters;4;
-- power by group through the flow --
stage | sequential [mW] | clock, mW | combinational, mW
finish | 0.468 | 0.327 | 0.0704
global route | 0.468 | 0.355 | 0.0755
CTS | 0.468 | 0.338 | 0.0711
-- registers in the layout (all words and copies together) (netlist names) --
signal,flops
mem[-1],32
mem,32
-- cell usage after synthesis --
library cell | n | share of area
edfxtp_1 | 64 | 0.78
mux2_2 | 32 | 0.15
nand4_1 | 9 | 0.023
nor4_1 | 6 | 0.015
buf_2 | 3 | 0.0061
or4_1 | 2 | 0.0061
buf_4 | 1 | 0.0031
nand2_1 | 1 | 0.0015
nand3_1 | 1 | 0.0020
nor2_1 | 1 | 0.0015
nor3_1 | 1 | 0.0020
nor3_2 | 1 | 0.0041
nor4b_1 | 1 | 0.0036
or3_1 | 1 | 0.0025
-- per-layer routing --
| layer | GRT usage | part of all wire | up-vias |
|---|---|---|---|
| met2 | 0.241 | 0.48 | 80 |
| met5 | 0 | 0 | - |
| met4 | 0.0321 | 0.019 | 0 |
| met1 | 0.255 | 0.42 | 735 |
| li1 | - | - | 726 |
| met3 | 0.0404 | 0.077 | 9 |
-- through the flow --
stage	utilization	worst slack (ps)	hold WS, ps
after global placement	0.597	2090	1840
after CTS	0.628	2080	1490
after global routing	0.628	2020	1500
after floorplan	-	1800	1360
after detailed placement	0.597	2090	1840
final	0.628	2100	1510
-- kinds of logic after synthesis --
| kind of cell | after synthesis | synth area share |
|---|---|---|
| DFF | 64 | 0.782 |
| buffers and inverters | 4 | 0.00917 |
| and+or+nand+nor | 24 | 0.0616 |
| muxes | 32 | 0.147 |
-- final cells by class --
type / count / area (µm²)
Clock inverter: 6 / 60.1
Multi-Input combinational cell: 56 / 523
Timing Repair Buffer: 100 / 993
Sequential cell: 64 / 1920
Fill cell: 433 / 2200
Clock buffer: 10 / 128
Tap cell: 75 / 93.8
-- worst max-delay path by stage --
stage,start,to,slack (ps)
5_1_grt,adr[0],dout[29],2020
6_report,adr[0],dout[23],2100
4_1_cts,adr[0],dout[23],2080
-- cell usage in the layout (no fill, tap or decap), types with 2 or more instances in the layout --
cell,n
clkbuf_8,9
clkinvlp_4,2
mux2_2,32
edfxtp_1,64
nand4_1,9
buf_4,3
clkinv_2,3
nor4_1,6
or4_1,2
clkdlybuf4s50_1,97
Power is estimated from default activity; no workload was simulated.
