==> /design/flow/design.v <==
module extend(output reg [31:0] imm_ext,
              input wire [1:0] imm_src,
              input wire [31:7] instr);
    always @* begin
        case(imm_src)
            2'b00: imm_ext = {{20{instr[31]}}, instr[31:20]};  
            2'b01: imm_ext = {{20{instr[31]}}, instr[31:25], instr[11:7]};  
            2'b10: imm_ext = {{20{instr[31]}}, instr[7], instr[30:25], instr[11:8], 1'b0};  
            2'b11: imm_ext = {{12{instr[31]}}, instr[19:12], instr[20], instr[30:21], 1'b0};  
        endcase
    end
endmodule
==> /design/flow/run.sh <==
#!/bin/bash
# OpenROAD 26Q1-2900-gdf79404cd8, Yosys 0.63+post, stock flow scripts
make -C /OpenROAD-flow-scripts/flow DESIGN_CONFIG=/design/flow/config.mk WORK_HOME=/design/flow/orfs finish
==> /design/flow/constraint.sdc <==
current_design extend

set clk_period 1.3
set clk_io_pct 0.2

create_clock -name clk0 -period $clk_period

set non_clock_inputs [all_inputs -no_clocks]
set_input_delay [expr $clk_period * $clk_io_pct] -clock clk0 $non_clock_inputs
set_output_delay [expr $clk_period * $clk_io_pct] -clock clk0 [all_outputs]
==> /design/flow/config.mk <==
export PLATFORM = sky130hd
export DESIGN_NAME = extend
export DESIGN_NICKNAME = extend
export VERILOG_FILES = /design/flow/design.v
export SDC_FILE = /design/flow/constraint.sdc
export NUM_CORES = 4
export LEC_CHECK = 1
export CORE_AREA = 10 10 70 70
export DIE_AREA = 0 0 80 80
==> impl_metrics.xml <==
<?xml version="1.0" encoding="UTF-8"?>
<metrics>
  <group name="run_status">
    <metric name="run_status" unit="">complete, but fails checks</metric>
    <metric name="failed_checks" unit="">setup timing</metric>
  </group>
  <group name="floorplan">
    <metric name="initial_core_util" unit="">0.09451</metric>
    <metric name="pin_count" unit="">59</metric>
    <metric name="die-width" unit="microns">80</metric>
    <metric name="chipHeight" unit="microns">80</metric>
    <metric name="fp.dieArea" unit="sq um">6400</metric>
    <metric name="placeable_core_region" unit="sq um">3416</metric>
    <metric name="rows" unit="">21</metric>
  </group>
  <group name="yosys">
    <metric name="synth-seq-area-share" unit="">0</metric>
    <metric name="synth.lib_cells_used.distinct" unit="">9</metric>
    <metric name="synthesis.instances" unit="">39</metric>
    <metric name="yosysWarningCount" unit="">1</metric>
    <metric name="chip_area_in_the_yosys_report" unit="sq um">322.8</metric>
    <metric name="avgSynthCellArea" unit="sq um">8.277</metric>
    <metric name="synth.yosys.num_cells" unit="">39</metric>
    <metric name="synthesis.area" unit="sq um">322.8</metric>
  </group>
  <group name="grt">
    <metric name="groute.usage.overall" unit="">0.04899</metric>
    <metric name="grt_use_met2" unit="">0.08748</metric>
    <metric name="global_route.usage.met1" unit="">0.06147</metric>
    <metric name="grt-busiest-layer" unit="">met2</metric>
    <metric name="grt_pass1_vias" unit="">434</metric>
    <metric name="grt_pass1_wl" unit="microns">2573</metric>
    <metric name="antenna_found_initial" unit="">0</metric>
    <metric name="gr-usage-met3" unit="">0.01023</metric>
    <metric name="grt-ovfl-total" unit="">0</metric>
    <metric name="grt_max_degree" unit="">9</metric>
  </group>
  <group name="setup_path">
    <metric name="critical_path.cell_chain" unit="">buf_8, xor2_4, buf_6, mux2_4, buf_6</metric>
    <metric name="worstSetupPathType" unit="">input port to output port</metric>
    <metric name="critical_path_arrival" unit="ns">1.10</metric>
    <metric name="critical_path_peak_fanout" unit="">3</metric>
    <metric name="timing.critical_path.slowest_stage_cell" unit="">mux2_4</metric>
    <metric name="cpLargestDelayFamily" unit="">buffers and inverters</metric>
    <metric name="worst_setup_sp_type" unit="">input port</metric>
    <metric name="end_kind" unit="">output port</metric>
    <metric name="cp_slowest_stage_delay" unit="ns">0.29</metric>
    <metric name="worstPathBufferInverterCount" unit="">3</metric>
    <metric name="worst_ep_required_time" unit="ns">1.04</metric>
    <metric name="crit_top_cell" unit="">buf_6</metric>
  </group>
  <group name="timing">
    <metric name="fin_worst_hold_slack" unit="ns">0.5200</metric>
    <metric name="worst_case_headroom_to_the_max_slew_limit" unit="">0.8688</metric>
    <metric name="final.min_clock_period" unit="ns">1.364</metric>
    <metric name="tightest_slew" unit="ns">0.1963</metric>
    <metric name="report.final.hold_viol_count" unit="">0</metric>
    <metric name="final.period_utilization" unit="">1.049</metric>
    <metric name="final_max_slew_viol_count" unit="">0</metric>
    <metric name="tns" unit="ns">-0.2400</metric>
    <metric name="max_freq" unit="MHz">733.3</metric>
    <metric name="final-setup-viol-count" unit="">8</metric>
    <metric name="worst_slack" unit="ns">-0.06379</metric>
    <metric name="rsz0062_at_grt" unit="">yes</metric>
  </group>
  <group name="place">
    <metric name="dp_slack" unit="ns">-0.7699</metric>
    <metric name="post-dp-hpwl" unit="microns">1347</metric>
    <metric name="io_buffers" unit="">47</metric>
    <metric name="final_weighted_congestion_of_routability_driven_global_placement" unit="">0.8028</metric>
  </group>
  <group name="clock_tree">
    <metric name="cts_hold_repair.buffers" unit="">0</metric>
  </group>
  <group name="cells_and_area">
    <metric name="area_growth_from_synthesis_to_layout" unit="%">185.3</metric>
    <metric name="fill_cell_total_of_the_finished_layout" unit="">358</metric>
    <metric name="clkbuf_count" unit="">0</metric>
    <metric name="nFlopsAndLatches" unit="">0</metric>
    <metric name="share_of_post_route_cells_with_drive_strength_above_1" unit="">0.5556</metric>
    <metric name="area.sequential" unit="sq um">0</metric>
  </group>
  <group name="drt">
    <metric name="vias" unit="">397</metric>
    <metric name="drtIter0Drc" unit="">6</metric>
    <metric name="routed_via_density" unit="">3.126</metric>
    <metric name="detail_route.antenna_diodes" unit="">0</metric>
    <metric name="detail_route.drc_violations" unit="">0</metric>
    <metric name="total_wirelength_of_the_detailed_routed_design" unit="microns">1780</metric>
    <metric name="drt_pre_antenna_iters" unit="">3</metric>
    <metric name="postRouteAntennaNets" unit="">0</metric>
    <metric name="wl_per_cell" unit="microns">14.02</metric>
  </group>
  <group name="hold_path">
    <metric name="hold_path_end" unit="">imm_ext[10]</metric>
    <metric name="worst_hold_startpoint" unit="">instr[30]</metric>
    <metric name="worst_hold_path.num_cells" unit="">0</metric>
    <metric name="min_path_type" unit="">input port to output port</metric>
  </group>
  <group name="power">
    <metric name="vdd.ir_drop.worst" unit="V">0.00006193</metric>
    <metric name="powerDensity" unit="nW/um^2">355.9</metric>
    <metric name="power_leakage" unit="nW">0.4134</metric>
  </group>
  <group name="job">
    <metric name="timing.max_cap.violations" unit="">0</metric>
    <metric name="tool_warnings" unit="">34</metric>
  </group>
</metrics>
-- through the flow --
stage | power [mW] | std cells | util | area [sq um]
detailed placement | 0.2554 | 118 | 0.2190 | 748.2
global placement | 0.2542 | 118 | 0.2190 | 748.2
floorplan | 0.08767 | 39 | - | 322.8
finish | 0.3278 | 127 | 0.2696 | 920.9
CTS | 0.2899 | 127 | 0.2473 | 844.6
global route | 0.3506 | 127 | 0.2696 | 920.9
-- what timing repair did --
action | CTS | global route
pin swaps | 5 | 3
cloned | 1 | 0
setup buffers | 10 | 0
gates resized | 78 | 16
endpoints found under the setup margin | 26 | 12
-- worst max path at each step --
stage                       from          to  depth (start not counted)  slack, ns
after global routing  imm_src[0]  imm_ext[2]                          5      -0.10
after CTS             imm_src[1]  imm_ext[2]                          5      -0.05
final                 imm_src[0]  imm_ext[2]                          5      -0.06
-- metal layers --
metal / part of all wire / vias to the layer above
met5: 0 / -
met4: 0 / 0
met3: 0.065 / 0
met2: 0.51 / 21
met1: 0.43 / 169
li1: - / 207
-- layout by cell type (no fill, tap or decap) --
| cell type | synthesis | routed |
|---|---|---|
| buf_8 | 0 | 2 |
| a31o_2 | 8 | 3 |
| xor2_4 | 0 | 1 |
| clkbuf_2 | 0 | 2 |
| nor2_1 | 2 | 2 |
| mux2_4 | 0 | 4 |
| a31o_4 | 0 | 5 |
| a21boi_4 | 0 | 1 |
| buf_4 | 19 | 3 |
| dlygate4sd2_1 | 0 | 3 |
| mux2i_1 | 2 | 2 |
| buf_6 | 0 | 19 |
| buf_2 | 1 | 5 |
| clkdlybuf4s50_1 | 0 | 26 |
| a21oi_1 | 1 | 1 |
| dlymetal6s2s_1 | 0 | 1 |
| clkdlybuf4s15_1 | 0 | 1 |
-- cells by family after synthesis --
kind of cell    after synthesis  synth area share
buf+inv                      20            0.4574
xor+xnor                      1           0.05040
simple gates                  2           0.02326
compound gates               10            0.2674
mux                           6            0.2015
-- synthesized netlist by cell type (all sizes together) --
master	count	area, sq um
xor2	1	16.27
a21oi	1	5.000
nor2	2	7.510
a21boi	1	11.26
a31o	8	70.07
mux2i	2	20.02
mux2	4	45.04
buf	20	147.6
-- power breakdown --
| group | leakage, nW | internal (mW) | switching (mW) |
|---|---|---|---|
| clock network | 0 | 0 | 0 |
| registers | 0 | 0 | 0 |
| logic | 0.413 | 0.240 | 0.0881 |
-- area by class of cell --
type / instances / area, sq um / share of cell area
well taps: 46 / 57.56 / 0.06250
repair buffers: 62 / 610.6 / 0.6630
multi-input cells: 19 / 252.7 / 0.2745
Power and IR drop assume default switching activity.
